`flow/design.v`:
```
module reg32_avalon_interface(clock, resetn, write, writedata, read, readdata, byteenable, chipselect, Q);
	input clock, resetn;
	input read, write, chipselect;
	input [3:0] byteenable;
	input [31:0] writedata;
	output [31:0] readdata;
	output [31:0] Q;
	wire [3:0] local_byteenable;
	wire [31:0] to_reg, from_reg;
	assign to_reg = writedata;
	assign local_byteenable = (chipselect & write) ? byteenable : 4'b0;
	assign readdata = from_reg;
	assign Q = from_reg;
	reg32 U1 (.clock(clock), .resetn(resetn), .D(to_reg), .byteenable(local_byteenable), .Q(from_reg));
endmodule
module reg32 (clock, resetn, byteenable, D, Q);
input clock;
input resetn;
input [1:0] byteenable;
input [31:0] D;  
output reg [31:0] Q;  
	always @(posedge clock or posedge resetn)
	begin
	    if(resetn) 
	        Q[31:0] = 32'b0000_0000_0000_0000_0000_0000_0000_0000; 
	    else 
		 begin
		    if(byteenable[1:0] == 2'b00)
		    	Q[7:0] <= D[7:0];
		    if (byteenable[1:0] == 2'b01)
		    	Q[15:8] <= D[15:8];
		    if (byteenable[1:0] == 2'b10)
		    	Q[23:16] <= D[23:16];
		    if (byteenable[1:0] == 2'b11)
		    	Q[31:24] <= D[31:24];
	    end       
	end
endmodule
```
`flow/run.sh`:
```
#!/bin/bash
# OpenROAD 26Q1-2900-gdf79404cd8, Yosys 0.63+post, stock flow scripts
make -C /OpenROAD-flow-scripts/flow DESIGN_CONFIG=/design/flow/config.mk WORK_HOME=/design/flow/orfs finish
```
`flow/config.mk`:
```
export PLATFORM = sky130hd
export DESIGN_NAME = reg32_avalon_interface
export DESIGN_NICKNAME = reg32_avalon_interface
export VERILOG_FILES = /design/flow/design.v
export SDC_FILE = /design/flow/constraint.sdc
export NUM_CORES = 4
export LEC_CHECK = 1
export CORE_UTILIZATION = 30
```
`flow/constraint.sdc`:
```
current_design reg32_avalon_interface

set clk_period 1.5
set clk_io_pct 0.2

create_clock -name clk0 -period $clk_period [get_ports {clock}]

set non_clock_inputs [all_inputs -no_clocks]
set_input_delay [expr $clk_period * $clk_io_pct] -clock clk0 $non_clock_inputs
set_output_delay [expr $clk_period * $clk_io_pct] -clock clk0 [all_outputs]
```
==> run summary <==
Summary of the current implementation state.

- The highest clock frequency the design can meet is 697.2 MHz, for reference.
- Entering global routing, the biggest net connects 33 pins.
- Counting both buffers and inverters, the worst setup path holds a total of 1.
- The via count of the first global-routing pass was 935.
- The wire length per cell is 12.51 um, for reference.
- The peak per-stage delay on the critical path is 0.48 ns, for reference.
- The final report gives the core utilization as approximately half.
- The DRC violation count after routing is 0, for reference.
- The post-synthesis instance area is 1460 um2, for reference.
- Each instance of the synthesized netlist takes up on average 14.46 um2.
- The worst setup path is captured at an output pin.
- In the routed netlist, the antenna diode instances number 0.
- The residual overflow from global routing is 0, for reference.
- The full die area is about 5200 um2, for reference.
- The hold violation count in the final report is 0, for reference.
- The clock network is responsible for 25.1% of the overall power.
- The worst setup skew after layout is 0 ns, for reference.
- The cell sitting at the root of the clock tree is a sky130_fd_sc_hd__clkbuf_8.
- The area of the multi-input gates is 415.4 um2, for reference.
- Per the OpenROAD power report, leakage power amounts to slightly above 1 nW.
- The headroom to the max-slew limit is 79.92%, for reference.
- The global-route wire length before repair is 4629 um, for reference.
- The commonest non-fill, non-tap cell in the layout is sky130_fd_sc_hd__clkdlybuf4s50_1, for reference.
- The layout cell share with drive strength beyond 1 is 24.86%, for reference.
- The clock transition at the registers of the reported paths is 0.06 ns, for reference.
- The synthesized netlist has a Yosys-reported chip area of 1460 um2.
- The number of clock buffers added by TritonCTS is 5.
- The worst setup path is launched from a flop.
- After synthesis, the cell types taking the most area are sky130_fd_sc_hd__dfrtp_1 (55%), sky130_fd_sc_hd__mux2_2 (25%), sky130_fd_sc_hd__buf_4 (16%).
- In the log, the iteration count for the first detailed-route pass is 15.
- The clock latency of the later-clocked register in the worst-skew pair is roughly 0.28 ns, for reference.
- The core area is between 4000 and 5000 um2, for reference.
- Once placement finished, the instance area stood at 2338 um2.
- The number of synthesis warnings is 2, for reference.
- The design internal power is roughly 2.1 mW, for reference.
- On the critical path, the stage with the largest delay is an instance of sky130_fd_sc_hd__clkdlybuf4s50_1.
- The top-level port count is 105, for reference.
- Counting cells, the worst reg-to-reg path comes to 1.
- The finished layout cell area is roughly 2400 um2, for reference.
- The distinct cell type count of the synthesized netlist is 7, for reference.
- For this block, the via count after detailed routing is around 1000.
- The final report lists the setup-violating endpoint count as 0.
- The register share after synthesis is 54.84%, for reference.
- Pins over their slew limit in the final report were tallied at 0.
- The critical path start-end classification is flop to output pin, for reference.
- The kind of cell adding the most delay to the critical path is buffers and inverters, for reference.
- The row count is 25, for reference.
- The synthesis-stage register bit count is 32, for reference.
- Per the layout area report, the register area comes to 800.8 um2.
- The final critical delay including setup and external delays is 1.434 ns, for reference.
- In the post-route report, total wirelength is listed as 2941 um.
- In the routed layout, each cell is associated on average with a via count of 4.383.
- The signed area change from the synthesized netlist to the final layout is 67.01%, for reference.
- At the pin with the least slew margin, the transition time is approximately 0.3 ns.
- The endpoint of the most critical register-to-register path is U1.Q[22]$_DFFE_PP0N_, for reference.
- The floorplan-stage core utilization is 31.12%, for reference.
- The number of standard cells reported by yosys is 101, for reference.
- The clock tree has to reach 32 sinks.
- From left edge to right edge, the die measures between 70 and 80 um.
- Once placement completed, the tool counted placed cells totaling 226.
- The buffer levels on the longest clock path is 2, for reference.
- The number of routed nets with antenna violations is 0, for reference.
- For the worst reg-to-reg path, the startpoint reported by OpenROAD is U1.Q[22]$_DFFE_PP0N_.
- The portion of total power attributed to combinational logic is a little under a third, for reference.
- Detailed placement finished with a half-perimeter wire length of 2222 um.
- The initial antenna violation count is 0, for reference.
- The switching power share of the total is 19.18%, for reference.
- The area share of the largest cell type after synthesis is 54.84%, for reference.
- The run finished with clean final reports.
- The vertical extent of the die is 71.77 um, for reference.
- The largest registers in the layout are U1.Q: 32 flops.
- Total power normalized to cell area comes to 1074 nW/um2.
- The synthesized netlist handed to floorplanning was reported with a cell count of 101.
- The power share of the sequential group is 43.5%, for reference.
- sky130_fd_sc_hd__dfrtp_1 takes more of the synthesized area than any other cell.
- Summing over the stages, the warning tally comes to 28.
- The deepest level of the CTS H-tree is 2, for reference.
- The number of maximum-capacitance violations recorded for the run is 0.
- Setup slack on the worst reg-to-reg path comes out at just over 0.7 ns.
- Total power for the finished layout comes to 2.620 mW.
- RePlAce ended its routability-driven mode at a weighted congestion of roughly 0.73.
- Per STA, the worst path is made up of clkdlybuf4s50_1.
- The worst path uses approximately 96% of the clock period.
- The violation tally from detailed-route iteration zero is 26, for reference.
- The hold buffer count at cts is 0, for reference.
- The largest register by flop count is U1.Q, for reference.
- The number of fill cells is 386, for reference.
- The register with the most flip-flops in the layout has 32 of them.
- Global routing used 11.82% of the available tracks across all layers.
- The worst IR drop on VDD is roughly 0.00039 V, for reference.
- The count of non-filler cells in the finished layout is 235, for reference.
- Summed over all nets, the switching power comes to between 0.5 and 0.6 mW.
- Data on the critical path arrives at its endpoint at 1.13 ns.
- STA lists the maximum fanout along the critical path as 3.
- According to the timing report, the data required time at the worst endpoint equals 1.20 ns.
- Per the cell usage report, the commonest logic cells after layout are sky130_fd_sc_hd__clkdlybuf4s50_1 (100), sky130_fd_sc_hd__dfrtp_1 (32), sky130_fd_sc_hd__mux2_2 (32).
- The clock tree from TritonCTS is done, for reference.
- Setup repair after global routing left no endpoint under its margin.
- The type of the tightest min-delay check is primary input to asynchronous set/reset pin, for reference.
- The number of port buffers is 101, for reference.
-- power by group through the flow --
stage / combinational (mW) / sequential [mW] / clock [mW]
finish: 0.823 / 1.14 / 0.656
global route: 0.901 / 1.17 / 0.737
CTS: 0.834 / 1.14 / 0.690
-- cells in the mapped netlist (all sizes together) --
| cell | count |
|---|---|
| nand4 | 1 |
| buf | 32 |
| inv | 1 |
| dfrtp | 32 |
| o211ai | 1 |
| nand4b | 2 |
| mux2 | 32 |
-- per-stage QoR --
stage	hold slack, ns	setup TNS (ns)	setup WS [ns]
2_1_floorplan	0.4162	0	0.3918
6_report	0.3760	0	0.06570
3_3_place_gp	0.5099	-5.140	-0.1913
5_1_grt	0.3808	0	0.004437
3_5_place_dp	0.5193	-5.801	-0.2110
4_1_cts	0.3707	0	0.02529
-- cells by family after synthesis --
group                  after synthesis  synth area share [%]
and+or+nand+nor                      3                 2.913
DFF                                 32                 54.84
muxes                               32                 24.68
buffers and inverters               33                 16.71
AOI/OAI and AO/OA                    1                0.8568
-- worst max-delay path by stage --
| stage | from | cells past startpoint | slack [ns] | endpoint |
|---|---|---|---|---|
| CTS | U1.Q[1]$_DFFE_PP0N_ | 1 | 0.03 | Q[1] |
| finish | U1.Q[1]$_DFFE_PP0N_ | 1 | 0.07 | Q[1] |
| global route | U1.Q[1]$_DFFE_PP0N_ | 1 | 0.004 | Q[1] |
-- layout make-up --
| cell class | count | share of cell area, % |
|---|---|---|
| Clock buffer | 8 | 3.694 |
| Multi-Input combinational cell | 36 | 17.03 |
| Timing Repair Buffer | 104 | 43.51 |
| Inverter | 1 | 0.1539 |
| Tap cell | 54 | 2.771 |
| Sequential cell | 32 | 32.84 |
-- per-layer routing --
layer | share of wire (%) | GRT usage, % | up-vias
met1 | 42 | 18.22 | 490
met4 | 0.48 | 1.961 | 0
met5 | 0 | 0 | -
met2 | 47 | 17.19 | 65
met3 | 10 | 3.709 | 2
li1 | - | - | 473
-- what timing repair did --
item,4_1_cts,5_1_grt
setup buffers,0,1
resized,0,1
setup endpoints to repair,0,2
Power is estimated from default activity; no workload was simulated.
